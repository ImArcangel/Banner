`run.sh`:
```
#!/bin/bash
# OpenROAD 26Q1-2900-gdf79404cd8, Yosys 0.63+post, stock flow scripts
make -C /OpenROAD-flow-scripts/flow DESIGN_CONFIG=/design/flow/config.mk WORK_HOME=/design/flow/orfs finish
```
`config.mk`:
```
export PLATFORM = sky130hd
export DESIGN_NAME = banner
export DESIGN_NICKNAME = banner
export VERILOG_FILES = /design/flow/design.v
export SDC_FILE = /design/flow/constraint.sdc
export NUM_CORES = 4
export LEC_CHECK = 1
export CORE_UTILIZATION = 30
```
`constraint.sdc`:
```
current_design banner

set clk_period 5.4
set clk_io_pct 0.2

create_clock -name clk0 -period $clk_period [get_ports {clk}]

set non_clock_inputs [all_inputs -no_clocks]
set_input_delay [expr $clk_period * $clk_io_pct] -clock clk0 $non_clock_inputs
set_output_delay [expr $clk_period * $clk_io_pct] -clock clk0 [all_outputs]
```
`design.v`:
```
`default_nettype none
`timescale 1ns / 1ps
module banner #(
                parameter CLK_XTAL    = 50000000,
                parameter CLK_DISPLAY = 240,
                parameter CLK_BANNER  = 1
                )(
                  input wire        clk,
                  input wire        rst,
                  output wire [3:0] anodos,
                  output wire [7:0] segmentos,
                  output reg        shift
                  );
    wire                tick_banner;             
    wire                tick_display;            
    reg [3:0] number2show = 4'h0;
    reg       off_display;
    reg [4:0] state_b = 5'b0, nextstate_b = 5'b0;
    reg [1:0] state_a = 2'b0, nextstate_a = 2'b0;
    parameter s0 = 5'b00000;
    parameter s1 = 5'b00001;
    parameter s2 = 5'b00010;
    parameter s3 = 5'b00011;
    parameter s4 = 5'b00100;
    parameter s5 = 5'b00101;
    parameter s6 = 5'b00110;
    parameter s7 = 5'b00111;
    parameter s8 = 5'b01000;
    parameter s9 = 5'b01001;
    parameter s10 = 5'b01010;
    parameter s11 = 5'b01011;
    parameter s12 = 5'b01100;
    parameter s13 = 5'b01101;
    parameter s14 = 5'b01110;
    parameter s15 = 5'b01111;
    parameter s16 = 5'b10000;
    parameter s17 = 5'b10001;
    parameter s18 = 5'b10010;
    parameter s19 = 5'b10011;
    parameter a0 = 2'b00;
    parameter a1 = 2'b01;
    parameter a2 = 2'b10;
    parameter a3 = 2'b11;
    always @(*) begin
    	shift = tick_banner;
    end
    always @(posedge tick_banner) begin
    	state_b <= nextstate_b;
    end
    always @(*) begin
    	if(~rst) begin
    		case(state_b) 
    			s0: nextstate_b = s1;
        		s1: nextstate_b = s2;
        		s2: nextstate_b = s3;
        		s3: nextstate_b = s4;
        		s4: nextstate_b = s5;
        		s5: nextstate_b = s6;
        		s6: nextstate_b = s7;
        		s7: nextstate_b = s8;
        		s8: nextstate_b = s9;
        		s9: nextstate_b = s10;
        		s10: nextstate_b = s11;
        		s11: nextstate_b = s12;
        		s12: nextstate_b = s13;
        		s13: nextstate_b = s14;
        		s14: nextstate_b = s15;
        		s15: nextstate_b = s16;
        		s16: nextstate_b = s17;
        		s17: nextstate_b = s18;
        		s18: nextstate_b = s19;
        		s19: nextstate_b = s0;
        		default: nextstate_b = s0;
        	endcase  
        end else begin
        	nextstate_b = s0;
        end  
    end
    always @(posedge tick_display) begin
    	state_a <= nextstate_a;
    end
    always @(*) begin
    	if(~rst) begin
    		case(state_a) 
        		a0: nextstate_a = a1;
        		a1: nextstate_a = a2;
        		a2: nextstate_a = a3;
        		a3: nextstate_a = a0;
      		endcase
      	end else begin
      		nextstate_a = a0;
      	end  
    end  
    always @(posedge clk) begin
		if(~rst) begin  
      		case (state_b) 
				s0: case (state_a) 
						default off_display <= 1;  
        			endcase
        		s1: case (state_a)
        				a3: begin off_display <= 0; number2show <= 4'h0; end
        				default off_display <= 1;
        			endcase
        		s2: case (state_a) 
          				a3: begin off_display <= 0; number2show <= 4'h1; end 
          				a2: begin off_display <= 0; number2show <= 4'h0; end 
          				default off_display <= 1;
        			endcase
        		s3: case (state_a) 
          				a3: begin off_display <= 0; number2show <= 4'h2; end 
          				a2: begin off_display <= 0; number2show <= 4'h1; end 
          				a1: begin off_display <= 0; number2show <= 4'h0; end 
          				a0: off_display <= 1;
        			endcase
        		s4: case (state_a) 
          				a3: begin off_display <= 0; number2show <= 4'h3; end 
          				a2: begin off_display <= 0; number2show <= 4'h2; end 
          				a1: begin off_display <= 0; number2show <= 4'h1; end 
          				a0: begin off_display <= 0; number2show <= 4'h0; end 
        			endcase
        		s5: case (state_a) 
          				a3: begin off_display <= 0; number2show <= 4'h4; end 
          				a2: begin off_display <= 0; number2show <= 4'h3; end 
          				a1: begin off_display <= 0; number2show <= 4'h2; end 
          				a0: begin off_display <= 0; number2show <= 4'h1; end 
          			endcase
        		s6: case (state_a) 
          				a3: begin off_display <= 0; number2show <= 4'h5; end 
          				a2: begin off_display <= 0; number2show <= 4'h4; end 
          				a1: begin off_display <= 0; number2show <= 4'h3; end 
          				a0: begin off_display <= 0; number2show <= 4'h2; end 
          			endcase
        		s7: case (state_a) 
          				a3: begin off_display <= 0; number2show <= 4'h6; end 
          				a2: begin off_display <= 0; number2show <= 4'h5; end 
          				a1: begin off_display <= 0; number2show <= 4'h4; end 
          				a0: begin off_display <= 0; number2show <= 4'h3; end
          			endcase
        		s8: case (state_a) 
          				a3: begin off_display <= 0; number2show <= 4'h7; end 
          				a2: begin off_display <= 0; number2show <= 4'h6; end 
          				a1: begin off_display <= 0; number2show <= 4'h5; end 
          				a0: begin off_display <= 0; number2show <= 4'h4; end
          			endcase
        		s9: case (state_a) 
          				a3: begin off_display <= 0; number2show <= 4'h8; end 
          				a2: begin off_display <= 0; number2show <= 4'h7; end 
          				a1: begin off_display <= 0; number2show <= 4'h6; end 
	          			a0: begin off_display <= 0; number2show <= 4'h5; end
    	      		endcase
        		s10: case (state_a)
          				a3: begin off_display <= 0; number2show <= 4'h9; end 
          				a2: begin off_display <= 0; number2show <= 4'h8; end 
          				a1: begin off_display <= 0; number2show <= 4'h7; end 
	          			a0: begin off_display <= 0; number2show <= 4'h6; end
    	      		endcase
	        	s11: case (state_a)
   		       			a3: begin off_display <= 0; number2show <= 4'hA; end 
        	  			a2: begin off_display <= 0; number2show <= 4'h9; end 
          				a1: begin off_display <= 0; number2show <= 4'h8; end 
          				a0: begin off_display <= 0; number2show <= 4'h7; end
          			endcase 
        		s12: case (state_a)
          				a3: begin off_display <= 0; number2show <= 4'hB; end 
          				a2: begin off_display <= 0; number2show <= 4'hA; end 
          				a1: begin off_display <= 0; number2show <= 4'h9; end 
          				a0: begin off_display <= 0; number2show <= 4'h8; end
          			endcase
        		s13: case (state_a)
          				a3: begin off_display <= 0; number2show <= 4'hC; end 
          				a2: begin off_display <= 0; number2show <= 4'hB; end 
          				a1: begin off_display <= 0; number2show <= 4'hA; end 
          				a0: begin off_display <= 0; number2show <= 4'h9; end
          			endcase 
        		s14: case (state_a)
          				a3: begin off_display <= 0; number2show <= 4'hD; end 
          				a2: begin off_display <= 0; number2show <= 4'hC; end 
          				a1: begin off_display <= 0; number2show <= 4'hB; end 
          				a0: begin off_display <= 0; number2show <= 4'hA; end
          			endcase 
        		s15: case (state_a)
          				a3: begin off_display <= 0; number2show <= 4'hE; end 
          				a2: begin off_display <= 0; number2show <= 4'hD; end 
          				a1: begin off_display <= 0; number2show <= 4'hC; end 
          				a0: begin off_display <= 0; number2show <= 4'hB; end 
          			endcase 
        		s16: case (state_a)
          				a3: begin off_display <= 0; number2show <= 4'hF; end 
          				a2: begin off_display <= 0; number2show <= 4'hE; end 
          				a1: begin off_display <= 0; number2show <= 4'hD; end 
          				a0: begin off_display <= 0; number2show <= 4'hC; end
          			endcase 
				s17: case (state_a)
          				a3: off_display <= 1;
          				a2: begin off_display <= 0; number2show <= 4'hF; end 
          				a1: begin off_display <= 0; number2show <= 4'hE; end 
          				a0: begin off_display <= 0; number2show <= 4'hD; end
          			endcase 
        		s18: case (state_a)
          				a1: begin off_display <= 0; number2show <= 4'hF; end 
          				a0: begin off_display <= 0; number2show <= 4'hE; end 
          				default off_display <= 1;
          			endcase 
        		s19: case (state_a)
          				a0: begin off_display <= 0; number2show <= 4'hF; end 
          				default off_display <= 1;
          			endcase
        		default case (state_a) 
          					default off_display <= 1; 
        				endcase
        	endcase  
     	end else begin
     		off_display <= 1;
      	end
    end  
    clk_div #( 
              .CLK_XTAL                 (CLK_XTAL),
              .CLK_DISPLAY              (CLK_DISPLAY),
              .CLK_BANNER               (CLK_BANNER)
              ) clkdiv ( 
                        .tick_display     (tick_display),
                        .tick_banner      (tick_banner),
                        .clk              (clk),
                        .rst              (rst));
    driver7seg driver(.value            (number2show[3:0]),
                      .anodos           (anodos[3:0]),
                      .segmentos        (segmentos[7:0]),
                      .clk              (clk),
                      .rst              (rst),
                      .tick_display     (tick_display),
                      .off_display      (off_display));
endmodule
`default_nettype none
`timescale 1ns / 1ps
module clk_div #(
                 parameter CLK_XTAL    = 50000000,
                 parameter CLK_DISPLAY = 240,
                 parameter CLK_BANNER  = 1
                 )(
                   input wire clk,
                   input wire rst,
                   output reg tick_display,
                   output reg tick_banner
                   );
    reg [25:0] cnt1, cnt2;
    always @(posedge clk) begin
      if(~rst)begin      
        if(cnt1 == CLK_XTAL/CLK_BANNER) begin
          cnt1 <= 0;
        end else begin
          cnt1 <= cnt1+1;
        end
        tick_banner <= (cnt1 == CLK_XTAL/CLK_BANNER)? 1:0;
        if(cnt2 == CLK_XTAL/CLK_DISPLAY) begin
          cnt2 <= 0;
        end else begin
          cnt2 <= cnt2+1;
        end
        tick_display <= (cnt2 == CLK_XTAL/CLK_DISPLAY)? 1:0;
      end else begin
        cnt1 <= 0;
        cnt2<=0;
        tick_banner <= 0;
        tick_display <= 0;
      end  
    end  
endmodule  
`default_nettype none
`timescale 1ns / 1ps
module driver7seg(
                  input wire       clk,
                  input wire       rst,
                  input wire       tick_display,
                  input wire [3:0] value,
                  input wire       off_display,
                  output reg [3:0] anodos,
                  output reg [7:0] segmentos
                  );
    reg [7:0] segment_ROM [0:15];
    initial begin
        segment_ROM[0]  = 8'h03;
        segment_ROM[1]  = 8'h9f;
        segment_ROM[2]  = 8'h25;
        segment_ROM[3]  = 8'h0d;
        segment_ROM[4]  = 8'h99;
        segment_ROM[5]  = 8'h49;
        segment_ROM[6]  = 8'h41;
        segment_ROM[7]  = 8'h1f;
        segment_ROM[8]  = 8'h01;
        segment_ROM[9]  = 8'h09;
        segment_ROM[10] = 8'h11;
        segment_ROM[11] = 8'hc1;
        segment_ROM[12] = 8'h63;
        segment_ROM[13] = 8'h85;
        segment_ROM[14] = 8'h61;
        segment_ROM[15] = 8'h71;
    end
    always @(posedge clk) begin
        if (rst)               anodos <= 4'b0001;
        else if (tick_display) anodos <= {anodos[2:0],anodos[3]};
    end
    always @(
        segment_ROM[0],
		segment_ROM[1], 
        segment_ROM[2], 
        segment_ROM[4],
        segment_ROM[5],
        segment_ROM[6],
        segment_ROM[7],
        segment_ROM[8],
        segment_ROM[9],
        segment_ROM[10],
        segment_ROM[11],
        segment_ROM[12],
        segment_ROM[13],
        segment_ROM[14],
        segment_ROM[15],
		off_display,
		value) begin
        if (off_display) begin
            segmentos = 8'hff;
        end else begin
            segmentos = segment_ROM[value];
        end
    end
endmodule
```
==> impl_metrics.tcl <==
# flow metrics
set metrics [dict create \
    htree_levels 3 \
    stdcell_area_um2 4530 \
    routedWlPerCell_um 12.0 \
    grt_pass1_wl_mm 14.1 \
    drt_iter0_drc 177 \
    required_ns 4.32 \
    grtUsageTotal 0.121 \
    min_path_cells 2 \
    cp.arrival_ns 2.33 \
    synth.most_common_cell "dfxtp_1" \
    hold_path.class "flip-flop to flip-flop" \
    slowest_delay_ns 0.43 \
    diodes 0 \
    cp-end-kind "output pin" \
    unclocked_regs 7 \
    synth-edff-count 4 \
    io_buffers 13 \
    gp_congestion 0.844 \
    grt-ovfl-total 0 \
    core-area_um2 12900 \
    rrSetupSlack_ns 3.37 \
    avgViaCountPerCell 5.09 \
    clock_power_share 0.515 \
    drc 0 \
    fp_util 0.313 \
    untimed_endpoints 11 \
    ant_nets 0 \
    crit_buf_inv 3 \
    slew_viol_final 0 \
    hpwl_mm 5.44 \
    rr_endpoint "clkdiv.cnt1[23]" \
    ys_chip_area_um2 4030 \
    grt_max_degree 27 \
    ys_top_cells_by_count "dfxtp_1 (66), nor2_1 (60), nand2_1 (28), a21oi_1 (22), ha_1 (22)" \
    layout-drive-gt1-share 0.0698 \
    startpoint_type "flip-flop" \
    crit_fanout 5 \
    placed_area_um2 4250 \
    final_util 0.352 \
    die_h_um 118 \
    worstHoldStart "clkdiv.cnt1[23]" \
    area_leaders "dfxtp_1 (33%), ha_1 (6.8%), nor2_1 (5.6%)" \
    fin_cells 645 \
    die_x_um 118 \
    tns_ns 0 \
    p_leak_nw 1.53 \
    dpl.cell_count 632 \
    cts_buffers 9 \
    insertion_delay_ns 0.32 \
    fmax_mhz 294 \
    finalCriticalPeriod_ns 3.41 \
    yosysTopAreaCell "dfxtp_1" \
    async_flop_share 0 \
    post_cts_buffers 0 \
    synth_top_area_share 0.328 \
    cts_tree "done" \
    routed-via-count 3281 \
    ys.flop_type "dfxtp_1" \
    p_sw_mw 0.202 \
    yosys.cell_types.count 66 \
    drtPass1Iterations 4 \
    syn_area_um2 4030 \
    rows 41 \
    fin_crit_sh 0.631 \
    io_pins 15 \
    syn_inst 471 \
    seq_power_share 0.461 \
    r2r_cells 4 \
    criticalPathCategory "flip-flop to output pin" \
    hold_viol 0 \
    crit_chain "inv_1 -> ha_1 -> inv_1 -> mux4_2 -> or2_2 -> clkdlybuf4s50_1" \
    grt_pass1_vias 3020 \
    fin_skew_ns 0.00368 \
    p_int_mw 0.839 \
    yosys_register_bits 70 \
    chipArea_um2 13900 \
    cp_slowest_cell "mux4_2" \
    cts_resized 0 \
    ys_cells 471 \
    r2r-start "clkdiv.cnt1[9]" \
    min_to "clkdiv.cnt1[23]" \
    crit_family "buffers and inverters" \
    tightest_slew_ns 0.720 \
    hold_buffers 0 \
    cts_root_buf "clkbuf_16" \
    irDropWorstVdd_mv 0.146 \
    num-fill-cells 1264 \
    antenna_found_initial 0 \
    setup_viol 0 \
    status "finished, final reports clean" \
    rsz0062_at_grt "false" \
    cpMostUsedCell "inv_1" \
    ys_seq_frac 0.357 \
    slew-limit-headroom 0.520 \
    clk_pin_slew_ns 0.05 \
    drv_cap 0 \
    postRouteWirelength_mm 7.74 \
    switching_share 0.194 \
    p_per_area_nw_per_um2 230 \
    avgSynthCellArea_um2 8.56 \
    syn_to_final_growth_pct 12.3 \
    ys_warn_count 3 \
    clockBufferDepth 2 \
    comb_power_share 0.024 \
    warning_count 42 \
]
-- area by class of cell --
| class | instances | area, um^2 | area share |
|---|---|---|---|
| inverters | 20 | 75.1 | 0.0166 |
| flip-flops and latches | 70 | 1440 | 0.318 |
| well taps | 172 | 215 | 0.0475 |
| clock buffers | 13 | 282 | 0.0622 |
| multi-input cells | 355 | 2370 | 0.523 |
| repair buffers | 15 | 145 | 0.0321 |
-- through the flow --
| step | worst slack (ns) | hold slack [ns] | power, mW |
|---|---|---|---|
| 2_1_floorplan | 2.83 | 0.440 | 0.509 |
| 3_3_place_gp | 2.37 | 0.465 | 0.514 |
| 3_5_place_dp | 2.33 | 0.474 | 0.515 |
| 4_1_cts | 1.98 | 0.481 | 1.06 |
| 5_1_grt | 1.89 | 0.505 | 1.08 |
| 6_report | 1.99 | 0.478 | 1.04 |
-- flip-flops by register name (all words and copies together) (netlist names) --
| register | flops |
|---|---|
| clkdiv.cnt1 | 26 |
| clkdiv.cnt2 | 26 |
| state_b | 5 |
| state_a | 2 |
| off_display | 1 |
| clkdiv.tick_banner | 1 |
| driver.anodos | 4 |
| number2show | 4 |
| clkdiv.tick_display | 1 |
-- metal layers --
layer	wire length, um	global-route usage	up-vias
li1	-	-	1708
met1	3990	0.181	1517
met2	3360	0.186	49
met3	287	0.0292	7
met4	99	0.0128	0
met5	0	0	-
-- power groups by stage --
stage / Clock (mW) / Sequential [mW] / Combinational [mW]
after CTS: 0.552 / 0.480 / 0.0253
after global routing: 0.573 / 0.481 / 0.0289
final: 0.536 / 0.481 / 0.0250
-- how the worst max path moves through the flow --
stage	startpoint	to	cells after the start
after CTS	number2show[0]	segmentos[4]	6
after global routing	number2show[0]	segmentos[4]	6
final	number2show[0]	segmentos[4]	6
-- cell families after synthesis --
group,Yosys count,share of synthesized area
fa+ha+maj,22,0.0683
simple gates,209,0.293
flops,70,0.357
compound gates,85,0.137
buf+inv,46,0.0549
mux,10,0.0279
other cells,1,0.000930
xor+xnor,28,0.0608
-- worst min-delay path, delay by kind of cell, from the launching register on --
| kind | cells | cell delay (ns) |
|---|---|---|
| AND-OR/OR-AND | 2 | 0.11 |
| flip-flops | 1 | 0.31 |
-- layout by cell type, fill, tap and decap left out, types with 3 or more instances in the layout --
cell / Yosys / routed
nor2_1: 60 / 60
and2_1: 3 / 3
o31ai_1: 17 / 17
o21ai_0: 20 / 20
o22ai_1: 3 / 3
nand3_1: 19 / 19
clkdlybuf4s50_1: 0 / 13
ha_1: 22 / 22
nand2b_1: 3 / 3
nand2_1: 28 / 28
clkbuf_16: 0 / 10
nor4b_1: 3 / 3
xnor2_1: 19 / 19
or2_2: 3 / 3
nor3_1: 11 / 11
xor2_1: 9 / 9
nand4_1: 16 / 16
a21oi_1: 22 / 22
edfxtp_1: 4 / 4
mux2i_1: 9 / 9
and4_1: 4 / 4
or4_1: 15 / 15
or3_1: 6 / 6
nor4_1: 12 / 12
and3_1: 4 / 4
inv_1: 20 / 20
dfxtp_1: 66 / 66
nor2b_1: 5 / 5
Power and IR drop assume default switching activity.
